==> flow/design.v <==
module SRAM #(parameter N = 8, ROM_addressBits = 6, RF_addressBits = 3) (
  input  logic                           clk             ,
  input  logic                           SRAM_readEnable ,
  input  logic                           SRAM_writeEnable,
  input  logic [N-1:0] SRAM_address    ,
  input  logic [                  N-1:0] SRAM_data_in    ,
  output logic [                  N-1:0] SRAM_data
);
  logic [N-1:0] SRAM_memory [(2**N)-1:0];
  always_ff @(posedge clk) begin
    SRAM_data <= 0;
    for(int i = 0; i < (2**N); i++) begin
      if(SRAM_address == i) begin
        if(SRAM_readEnable && !SRAM_writeEnable) begin
          SRAM_data <= SRAM_memory[i];
        end else if (!SRAM_readEnable && SRAM_writeEnable) begin
          SRAM_memory[i] <= SRAM_data_in;
        end
      end
    end
  end
endmodule
==> flow/run.sh <==
#!/bin/bash
# OpenROAD 26Q1-2900-gdf79404cd8, Yosys 0.63+post, stock flow scripts
make -C /OpenROAD-flow-scripts/flow DESIGN_CONFIG=/design/flow/config.mk WORK_HOME=/design/flow/orfs finish
==> flow/config.mk <==
export PLATFORM = sky130hd
export DESIGN_NAME = SRAM
export DESIGN_NICKNAME = SRAM
export VERILOG_FILES = /design/flow/design.v
export SDC_FILE = /design/flow/constraint.sdc
export NUM_CORES = 4
export LEC_CHECK = 1
export CORE_UTILIZATION = 50
==> flow/constraint.sdc <==
current_design SRAM

set clk_period 9.2
set clk_io_pct 0.2

create_clock -name clk0 -period $clk_period [get_ports {clk}]

set non_clock_inputs [all_inputs -no_clocks]
set_input_delay [expr $clk_period * $clk_io_pct] -clock clk0 $non_clock_inputs
set_output_delay [expr $clk_period * $clk_io_pct] -clock clk0 [all_outputs]
==> run_results.csv <==
group,metric,value,unit
clock_network,cts_buffer_depth,3,
floorplan,chipArea,179000,µm²
timing,max_slew_margin,0.116,
routing,drtIter0Drc,6004,
outcome,status,"completed",
layout,stdcell_area,99000,µm²
clock_network,cts-root-buf,"clkbuf_16",
synth,ys_cells,6551,
timing,slew_viol_final,0,
timing,setup_violations,0,
setup_path,critPathKind,"input pin to flop",
synth,synth_top_cell_by_count,"edfxtp_1",
synth,ys_chip_area,88700,µm²
timing,finalHoldViolations,0,
clock_network,cts_resized,0,
synth,ys_seq_frac,0.695,
routing,routed_wl,362000,µm
floorplan,io_pins,27,
synth,syn_area,88700,µm²
synth,yosysWarnings,2,
synth,yosysUniqueCellTypes,105,
routing,ant_nets,0,
synth,syn_inst,6551,
setup_path,crit_arrival,7.62,ns
flow_run,warning_count,26,
timing,hold_slack,0.681,ns
synth,edf_count,2048,
synth,topCellsByArea,"edfxtp_1, a21oi_1, o21ai_0",
clock_network,post_cts_buffers,0,
layout,area.growth.synth_to_final,11.7,%
setup_path,crit_required,9.98,ns
global_routing,antenna_found_initial,32,
synth,synth_top_area_share,0.693,
synth,avgSynthCellArea,13.5,µm²
global_routing,grt_util_all_layers,0.448,
clock_network,htreeDepth,4,
timing,finalCritPeriodShare,0.743,
power,power_leakage,31.4,nW
clock_network,cts_buffers,212,
flow_run,drv_cap,0,
timing,fin_worst_skew,0.0289,ns
synth,ys.flop_type,"edfxtp_1",
place,numPortBuffers,26,
global_routing,grt_pass1_vias,64700,
routing,firstDrtPassIters,8,
layout,fillCellCount,14000,
synth,async_flop_share,0,
global_routing,grt_pass1_wl,501000,µm
clock_network,clkLatencyLatePin,0.89,ns
routing,num_vias,63700,
floorplan,initCoreUtil,0.504,
global_routing,grt_overflow,0,
timing,rsz0062_at_grt,"no",
place,routabilityCongestion,1.09,
floorplan,die_x,423,µm
clock_network,hold_buffers,0,
global_routing,grt_max_degree,94,
clock_network,clk_pin_slew,0.06,ns
timing,max_freq,146,MHz
layout,fin_util,0.562,
floorplan,die-height,423,µm
floorplan,core-area,176000,µm²
timing,setup-tns-final,0,ns
place,place.detailed.hpwl,239000,µm
power,power_density,207,nW/µm²
power,total_power,20.5,mW
setup_path,startpoint_type,"input pin",
routing,drc,0,
clock_network,cts_sinks,2056,
timing,fin_crit,6.84,ns
routing,viasPerCell,6.97,
setup_path,end_kind,"flop",
synth,top_area_cell,"edfxtp_1",
setup_path,path_max_fanout,68,
synth,ys_seq_elements,2056,
synth,netlist_top_cells_count,"edfxtp_1, a21oi_1, nor2_1",
place,place_area,91900,µm²
clock_network,cts_tree,"done",
worst_hold_path,hold_class,"flop to flop",
timing,tightestPinTransition,1.31,ns
floorplan,rows,154,
layout,layout-drive-gt1-share,0.116,
power,vdd_ir_drop_max,0.000218,V
routing,routedWlPerCell,39.7,µm
-- stage by stage --
stage / std cells / worst slack [ns]
floorplan: 6551 / 4.71
global placement: 8705 / 1.77
detailed placement: 8705 / 1.79
CTS: 9093 / 2.68
global route: 9105 / 2.44
finish: 9131 / 2.36
-- worst paths after layout --
check	start	endpoint	slack, ns	cells after the start
setup / recovery	SRAM_address[0]	SRAM_data[1]	2.36	12
hold / removal	SRAM_memory[191][5]	SRAM_data[5]	0.68	3
setup reg to reg	SRAM_memory[102][3]	SRAM_data[3]	4.96	9
hold reg to reg	SRAM_memory[191][5]	SRAM_data[5]	0.68	3
-- worst max-delay path, cell delays in order --
cell and delay, ns:
buf_8 0.40, buf_4 0.64, nand4_4 0.48, buf_4 0.45, nor3_4 0.51, a22oi_1 0.22
a31oi_1 0.69, nand3_1 0.25, a211oi_1 0.40, a21boi_0 0.88, o21ai_0 0.41, a31oi_1 0.35
-- logic make-up (layout without fill, tap and decap cells) --
group | count (synthesis) | after routing | share of synthesized area
compound gates | 2284 | 2284 | 0.167
buf+inv | 519 | 723 | 0.0297
flops | 2056 | 2056 | 0.695
mux | 309 | 309 | 0.0366
other cells | 0 | 36 | 0
simple gates | 1383 | 1383 | 0.0710
-- per-layer routing --
| layer | vias to the layer above | part of all wire | track usage | wire [µm] |
|---|---|---|---|---|
| met5 | - | 0.0067 | 0.0901 | 2420 |
| met1 | 31200 | 0.33 | 0.587 | 119000 |
| met4 | 82 | 0.059 | 0.196 | 21300 |
| li1 | 26100 | - | - | - |
| met3 | 1012 | 0.20 | 0.364 | 71200 |
| met2 | 5245 | 0.41 | 0.558 | 148000 |
-- layout by cell type (no fill, tap or decap), types with 37 or more instances in the layout --
| master | instances |
|---|---|
| mux2_2 | 59 |
| a21oi_1 | 572 |
| o22ai_1 | 183 |
| a21o_1 | 51 |
| o21ai_0 | 518 |
| nor2b_1 | 53 |
| clkinv_2 | 40 |
| edfxtp_1 | 2048 |
| a22oi_1 | 172 |
| clkbuf_16 | 213 |
| nand2b_1 | 37 |
| a211oi_1 | 72 |
| o221ai_1 | 69 |
| nor2_1 | 552 |
| a221oi_1 | 106 |
| clkinv_1 | 50 |
| buf_4 | 287 |
| nand2_1 | 436 |
| a21boi_0 | 38 |
| a22o_1 | 45 |
| nor3_1 | 61 |
| o211ai_1 | 57 |
| o2111ai_1 | 37 |
| nand3_1 | 72 |
| mux2i_1 | 244 |
| a31oi_1 | 69 |
-- sequential cells by signal, summed over array words and instances (netlist names) --
name	flops
SRAM_data	8
SRAM_memory	2048
-- cell type report --
type                       count  area [µm²]  area share
antenna                       36        90.1    0.000910
clock buffer                 242        5440      0.0549
clock inverter               146        1630      0.0165
inverter                      12        55.1    0.000556
multi-input combinational   3976       24600       0.248
sequential                  2056       61700       0.623
tap                         2340        2930      0.0296
timing repair buffer         323        2640      0.0266
-- power by group --
group	total [mW]	switching [mW]	internal [mW]
Combinational	1.31	1.00	0.303
Sequential	10.3	0.0102	10.3
Clock	8.84	3.74	5.11
Total	20.5	4.75	15.7
Power figures rest on the tool's default switching activity, not on a simulated workload.
